## run.sh

```bash
#!/bin/bash
# OpenROAD 26Q1-2900-gdf79404cd8, Yosys 0.63+post, stock flow scripts
make -C /OpenROAD-flow-scripts/flow DESIGN_CONFIG=/design/flow/config.mk WORK_HOME=/design/flow/orfs finish
```

## config.mk

```make
export PLATFORM = sky130hd
export DESIGN_NAME = OR32
export DESIGN_NICKNAME = OR32
export VERILOG_FILES = /design/flow/design.v
export SDC_FILE = /design/flow/constraint.sdc
export NUM_CORES = 4
export LEC_CHECK = 1
export CORE_AREA = 10 10 70 70
export DIE_AREA = 0 0 80 80
```

## constraint.sdc

```tcl
current_design OR32

set clk_period 1.0
set clk_io_pct 0.2

create_clock -name clk0 -period $clk_period

set non_clock_inputs [all_inputs -no_clocks]
set_input_delay [expr $clk_period * $clk_io_pct] -clock clk0 $non_clock_inputs
set_output_delay [expr $clk_period * $clk_io_pct] -clock clk0 [all_outputs]
```

## design.v

```verilog
module NOR32(Y,A,B);
output [31:0] Y;
input [31:0] A;
input [31:0] B;
nor nor_inst_1(Y[0], A[0], B[0]);
nor nor_inst_2(Y[1], A[1], B[1]);
nor nor_inst_3(Y[2], A[2], B[2]);
nor nor_inst_4(Y[3], A[3], B[3]);
nor nor_inst_5(Y[4], A[4], B[4]);
nor nor_inst_6(Y[5], A[5], B[5]);
nor nor_inst_7(Y[6], A[6], B[6]);
nor nor_inst_8(Y[7], A[7], B[7]);
nor nor_inst_9(Y[8], A[8], B[8]);
nor nor_inst_10(Y[9], A[9], B[9]);
nor nor_inst_11(Y[10], A[10], B[10]);
nor nor_inst_12(Y[11], A[11], B[11]);
nor nor_inst_13(Y[12], A[12], B[12]);
nor nor_inst_14(Y[13], A[13], B[13]);
nor nor_inst_15(Y[14], A[14], B[14]);
nor nor_inst_16(Y[15], A[15], B[15]);
nor nor_inst_17(Y[16], A[16], B[16]);
nor nor_inst_18(Y[17], A[17], B[17]);
nor nor_inst_19(Y[18], A[18], B[18]);
nor nor_inst_20(Y[19], A[19], B[19]);
nor nor_inst_21(Y[20], A[20], B[20]);
nor nor_inst_22(Y[21], A[21], B[21]);
nor nor_inst_23(Y[22], A[22], B[22]);
nor nor_inst_24(Y[23], A[23], B[23]);
nor nor_inst_25(Y[24], A[24], B[24]);
nor nor_inst_26(Y[25], A[25], B[25]);
nor nor_inst_27(Y[26], A[26], B[26]);
nor nor_inst_28(Y[27], A[27], B[27]);
nor nor_inst_29(Y[28], A[28], B[28]);
nor nor_inst_30(Y[29], A[29], B[29]);
nor nor_inst_31(Y[30], A[30], B[30]);
nor nor_inst_32(Y[31], A[31], B[31]);
endmodule
module AND32(Y,A,B);
output [31:0] Y;
input [31:0] A;
input [31:0] B;
and and_inst_1(Y[0], A[0], B[0]);
and and_inst_2(Y[1], A[1], B[1]);
and and_inst_3(Y[2], A[2], B[2]);
and and_inst_4(Y[3], A[3], B[3]);
and and_inst_5(Y[4], A[4], B[4]);
and and_inst_6(Y[5], A[5], B[5]);
and and_inst_7(Y[6], A[6], B[6]);
and and_inst_8(Y[7], A[7], B[7]);
and and_inst_9(Y[8], A[8], B[8]);
and and_inst_10(Y[9], A[9], B[9]);
and and_inst_11(Y[10], A[10], B[10]);
and and_inst_12(Y[11], A[11], B[11]);
and and_inst_13(Y[12], A[12], B[12]);
and and_inst_14(Y[13], A[13], B[13]);
and and_inst_15(Y[14], A[14], B[14]);
and and_inst_16(Y[15], A[15], B[15]);
and and_inst_17(Y[16], A[16], B[16]);
and and_inst_18(Y[17], A[17], B[17]);
and and_inst_19(Y[18], A[18], B[18]);
and and_inst_20(Y[19], A[19], B[19]);
and and_inst_21(Y[20], A[20], B[20]);
and and_inst_22(Y[21], A[21], B[21]);
and and_inst_23(Y[22], A[22], B[22]);
and and_inst_24(Y[23], A[23], B[23]);
and and_inst_25(Y[24], A[24], B[24]);
and and_inst_26(Y[25], A[25], B[25]);
and and_inst_27(Y[26], A[26], B[26]);
and and_inst_28(Y[27], A[27], B[27]);
and and_inst_29(Y[28], A[28], B[28]);
and and_inst_30(Y[29], A[29], B[29]);
and and_inst_31(Y[30], A[30], B[30]);
and and_inst_32(Y[31], A[31], B[31]);
endmodule
module INV32(Y,A);
output [31:0] Y;
input [31:0] A;
not inv_inst_1(Y[0], A[0]);
not inv_inst_2(Y[1], A[1]);
not inv_inst_3(Y[2], A[2]);
not inv_inst_4(Y[3], A[3]);
not inv_inst_5(Y[4], A[4]);
not inv_inst_6(Y[5], A[5]);
not inv_inst_7(Y[6], A[6]);
not inv_inst_8(Y[7], A[7]);
not inv_inst_9(Y[8], A[8]);
not inv_inst_10(Y[9], A[9]);
not inv_inst_11(Y[10], A[10]);
not inv_inst_12(Y[11], A[11]);
not inv_inst_13(Y[12], A[12]);
not inv_inst_14(Y[13], A[13]);
not inv_inst_15(Y[14], A[14]);
not inv_inst_16(Y[15], A[15]);
not inv_inst_17(Y[16], A[16]);
not inv_inst_18(Y[17], A[17]);
not inv_inst_19(Y[18], A[18]);
not inv_inst_20(Y[19], A[19]);
not inv_inst_21(Y[20], A[20]);
not inv_inst_22(Y[21], A[21]);
not inv_inst_23(Y[22], A[22]);
not inv_inst_24(Y[23], A[23]);
not inv_inst_25(Y[24], A[24]);
not inv_inst_26(Y[25], A[25]);
not inv_inst_27(Y[26], A[26]);
not inv_inst_28(Y[27], A[27]);
not inv_inst_29(Y[28], A[28]);
not inv_inst_30(Y[29], A[29]);
not inv_inst_31(Y[30], A[30]);
not inv_inst_32(Y[31], A[31]);
endmodule
module OR32(Y,A,B);
output [31:0] Y;
input [31:0] A;
input [31:0] B;
wire [31:0] norOut;
NOR32 nor32_inst_1(.Y(norOut),.A(A),.B(B));
INV32 inv32_inst_1(.Y(Y),.A(norOut));
endmodule
```

==> flow_metrics.tcl <==
# implementation run metrics
set metrics [dict create \
    power_leakage_uw 0.000494 \
    outcome "completed" \
    crit_path_max_fanout 1 \
    rows 21 \
    required_ps 800 \
    gp_congestion 0.800 \
    die_y_um 80 \
    drt_pass1_iterations 2 \
    drt_iter0_drc 1 \
    io_buffers 96 \
    end_kind "output pin" \
    drt-vias-per-instance 3.15 \
    fillCellCount 415 \
    rsz0062_at_grt "no" \
    ff_count 0 \
    postRouteAntennaNets 0 \
    post-place-ws_ps -455 \
    drv_cap 0 \
    setup_violations 0 \
    worstHoldPathType "in -> out" \
    core_sq_um 3420 \
    mi_logic_area_sq_um 200 \
    ys_warn_count 0 \
    vias 548 \
    synth.avg_cell_area_sq_um 6.26 \
    layout_setup_ws_ps 44.2 \
    grt_pass1_wl_um 3220 \
    peakVddDrop_mv 0.0866 \
    powerDensity_nw_per_um2 249 \
    top_cells_by_area "or2_1" \
    worst_slew_pin_slew_ps 53.1 \
    top_area_frac 1.00 \
    synth_area_leader_cell "or2_1" \
    drt_wl_total_um 2120 \
    syn_area_sq_um 200 \
    final_util 0.287 \
    grt_util_all_layers 0.0605 \
    grt_start_max_net_pins 2 \
    cp.arrival_ps 760 \
    cts_hold_buf 0 \
    drc_errors 0 \
    startpoint_type "primary input" \
    slew_viol_final 0 \
    die-area_sq_um 6400 \
    ys_cells 32 \
    ys_seq_frac 0 \
    num_antenna_cells 0 \
    core_util_floorplan 0.0586 \
    clock_buffers 0 \
    ys_area_sq_um 200 \
    gr-total-overflow 0 \
    top_cells_by_count "or2_1" \
    synth_cell_types 1 \
    io_pins 96 \
    finalHoldViolCount 0 \
    post-cts-setup-buffers 0 \
    holdWs_ps 734 \
    syn2layout_area_growth_pct 389 \
    finalClockPeriodUsage 0.956 \
    finalSetupTns_ps 0 \
    grt_pass1_vias 622 \
    fin_crit_ps 956 \
    drive_gt1_frac 0.250 \
    syn_inst 32 \
    die_width_um 80 \
    wl_per_cell_um 12.2 \
    seq_area_sq_um 0 \
    log.warning_count 32 \
    post-synth-top-count-cell "or2_1" \
    fmax_ghz 1.05 \
    antenna_found_initial 0 \
    slew_headroom 0.965 \
    critPathKind "in -> out" \
]
-- cells in the final DEF (no fill, tap or decap) --
cell              n
buf_2            32
clkdlybuf4s15_1   1
dlygate4sd2_1    63
or2_1            32
-- critical path, cell delays in order --
cell,delay [ps]
dlygate4sd2_1,220
or2_1,210
buf_2,120
-- stage by stage --
| step | cells | total power, uW | area [sq um] |
|---|---|---|---|
| 2_1_floorplan | 32 | 29.0 | 200 |
| 3_3_place_gp | 174 | 402 | 1220 |
| 3_5_place_dp | 174 | 406 | 1220 |
| 4_1_cts | 174 | 252 | 978 |
| 5_1_grt | 174 | 275 | 980 |
| 6_report | 174 | 244 | 980 |
-- repair_timing --
action                     in CTS  in global routing
setup endpoints to repair      32                  1
resized                       160                  1
cloned                          0                  0
pin swaps                      32                  1
-- kinds of logic after synthesis --
| family | count (synthesis) | share of synthesized area |
|---|---|---|
| simple gates | 32 | 1.00 |
-- where the power goes --
part           internal (uW)  total (uW)  switching, uW  leakage (uW)
logic                    196         244           48.0      0.000494
registers                  0           0              0             0
clock network              0           0              0             0
total                    196         244           48.0      0.000494
-- layout make-up --
| cell class | instances | share of cell area |
|---|---|---|
| repair buffers | 96 | 0.737 |
| well taps | 46 | 0.0587 |
| multi-input cells | 32 | 0.204 |
-- metal layers --
metal	share of wire	track usage	wire, um	vias to the layer above
met2	0.52	0.111	1100	42
met4	0	0	0	0
met1	0.37	0.0666	776	218
met3	0.12	0.0261	246	0
met5	0	0	0	-
li1	-	-	-	288
-- final timing paths --
check / from / end / cells after the start
min: B[12] / Y[12] / 3
max: A[1] / Y[1] / 3
No activity file was given, so power comes from the tool's default toggle rates.
