[flow/design.v]
module alu(result, op1, op2, oprn);
input [(32 -1):0] op1;  
input [(32 -1):0] op2;  
input [(6 -1):0] oprn;  
output [(32 -1):0] result;  
reg [(32 -1):0] result;
always @ (op1 or op2 or oprn)
begin
    case (oprn)
        6'h01 : result = op1 + op2;  
        6'h02 : result = op1 - op2;  
        6'h03 : result = op1 * op2;  
        6'h04 : result = op1 & op2;  
        6'h05 : result = op1 | op2;  
        6'h06 : result = ~(op1|op2);  
        6'h07 : result = (op1<op2)?1:0;  
        6'h08 : result = op1<<op2;  
        6'h09 : result = op1>>op2;  
        default: result = 32'hxxxxxxxx;
    endcase
end
endmodule
[flow/run.sh]
#!/bin/bash
# OpenROAD 26Q1-2900-gdf79404cd8, Yosys 0.63+post, stock flow scripts
make -C /OpenROAD-flow-scripts/flow DESIGN_CONFIG=/design/flow/config.mk WORK_HOME=/design/flow/orfs finish
[flow/config.mk]
export PLATFORM = sky130hd
export DESIGN_NAME = alu
export DESIGN_NICKNAME = alu
export VERILOG_FILES = /design/flow/design.v
export SDC_FILE = /design/flow/constraint.sdc
export NUM_CORES = 4
export LEC_CHECK = 1
export CORE_UTILIZATION = 30
[flow/constraint.sdc]
current_design alu

set clk_period 26.9
set clk_io_pct 0.2

create_clock -name clk0 -period $clk_period

set non_clock_inputs [all_inputs -no_clocks]
set_input_delay [expr $clk_period * $clk_io_pct] -clock clk0 $non_clock_inputs
set_output_delay [expr $clk_period * $clk_io_pct] -clock clk0 [all_outputs]
==> results.toml <==
# implementation run metrics
[pwr]
p_leak_nw = 12.1
switching_share = 0.623
intPower_mw = 2.20
vdd_ir_drop_max_v = 0.000521
netSwitchingPower_mw = 3.63
p_per_area_nw_per_um2 = 223

[placement]
placed_area_um2 = 26100
dpl_worst_slack_ns = 7.04
hpwl_mm = 82.0
portBuffers = 102
gp_congestion = 1.07

[grt]
grt_pass1_wl_mm = 156
grt_max_degree = 65
grt_pass1_vias = 22800
grt_use_total = 0.275
grt-ovfl-total = 0
antenna_found_initial = 2

[timing]
fmax_ghz = 0.0500
finalSetupViolations = 0
drv_slew = 0
tightest_slew_ns = 0.873
setup_slack_ns = 6.91
relSlewSlack = 0.414
tns_ns = 0
hold_viol = 0
hold_ws_ns = 11.81
period_minus_slack_ns = 19.99
rsz0062_at_grt = "no"
finalClockPeriodUsage = 0.743

[finish]
flop_area_um2 = 0
syn_to_final_growth_pct = 9.28
final_cell_mix = "inv_1 (463), nor2_1 (460), fa_1 (410)"
design_area_um2 = 26100
nFillCells = 8429
drive_above_1_share = 0.0626
clkbuf_count = 0
ff_count = 0
final_util = 0.331
layout.cells.most_common = "inv_1"

[worst_hold_path]
hold_depth = 5
hold_path.class = "in2out"

[setup_path]
cp.required_ns = 21.52
arrival_ns = 14.61
critPathCaptureType = "primary output"
crit_type = "in2out"
cp_max_fo = 20
critPathLaunchType = "input pin"

[synth]
synth-simple-area-share = 0.172
netlist_top_cells_area = "fa_1 (34%), ha_1 (11%), inv_1 (7.3%), nor2_1 (7.2%), nand2_1 (4.9%)"
yosys_warnings = 1
yosys.area_share.aoi = 0.149
synth_top_area_share = 0.344
top_logic_kind = "adder cells"
syn_area_um2 = 23900
synthCells = 3033
avgSynthCellArea_um2 = 7.87
fa_ha_area_frac = 0.459
synth-xor-area-share = 0.0359
yosys-mux-area-fraction = 0.0743
netlist.top_cell.by_area = "fa_1"
yosysUniqueCellTypes = 87
yosysChipArea_um2 = 23900
postSynthSeqShare = 0
yosys_cells = 3033

[flow_run]
drv_cap = 0
warnings = 96

[floorplanning]
chipHeight_um = 284
initCoreUtil = 0.303
rows = 103
die_width_um = 284
ios = 102
chipArea_um2 = 80700
core_area_um2 = 78900

[routing]
ant_nets = 0
firstDrtPassIters = 6
routed_wirelength_mm = 106
vias = 22300
avgRoutedWirePerCell_um = 25.9
via_per_inst = 5.47
drc = 0
drtIter0Drc = 1863

[run_status]
status = "completed"

[clocking]
cts_setup_buffers = 0
cts.repair.resized = 0
holdBufCountCts = 0
==> final cells by class <==
| class | instances | area [um2] | area share |
|---|---|---|---|
| multi-input combinational | 2354 | 21200 | 0.814 |
| antenna | 1 | 2.50 | 0.0000959 |
| timing repair buffer | 200 | 1730 | 0.0662 |
| tap | 1050 | 1310 | 0.0504 |
| inverter | 480 | 1800 | 0.0691 |
==> power groups by stage <==
stage / clock network (mW) / logic [mW] / registers, mW
after CTS: 0 / 5.76 / 0
after global routing: 0 / 6.25 / 0
==> routing by layer <==
metal / global-route usage / routed length (um) / vias up
li1: - / - / 9825
met1: 0.364 / 41200 / 11000
met2: 0.406 / 46300 / 1307
met3: 0.111 / 12600 / 212
met4: 0.109 / 5420 / 8
met5: 0.0179 / 154 / -
==> final timing paths <==
path,endpoint,startpoint
worst max-delay path,result[30],op1[5]
worst min-delay path,result[29],op2[4]
==> cells by family after synthesis <==
group	count (synthesis)
mux	123
simple gates	961
fa+ha+maj	629
buf+inv	679
xor+xnor	98
compound gates	543
==> Yosys cell counts, types with 11 or more instances <==
| cell type | number |
|---|---|
| a211oi_1 | 24 |
| a21o_1 | 29 |
| a21oi_1 | 136 |
| a221oi_1 | 25 |
| a31oi_1 | 11 |
| and2_1 | 11 |
| buf_1 | 31 |
| buf_2 | 18 |
| clkbuf_1 | 140 |
| clkinv_1 | 13 |
| fa_1 | 410 |
| ha_1 | 219 |
| inv_1 | 463 |
| mux2_2 | 11 |
| mux2i_1 | 67 |
| mux4_2 | 42 |
| nand2_1 | 314 |
| nand2b_1 | 24 |
| nand3_1 | 31 |
| nor2_1 | 460 |
| nor2b_1 | 11 |
| nor3_1 | 39 |
| nor4_1 | 14 |
| o211ai_1 | 18 |
| o21a_1 | 17 |
| o21ai_0 | 135 |
| o21ai_1 | 14 |
| o21bai_1 | 15 |
| o22ai_1 | 17 |
| xnor2_1 | 74 |
| xor2_1 | 24 |
==> through the flow <==
| step | instances | power (mW) |
|---|---|---|
| after floorplan | 3033 | 3.77 |
| after global placement | 4084 | 5.74 |
| after detailed placement | 4084 | 5.73 |
| after CTS | 4084 | 5.76 |
| after global routing | 4084 | 6.25 |
| final | 4085 | 5.83 |
==> critical path, cell delays in order <==
cell and delay [ns]:
clkdlybuf4s50_1 0.45, buf_4 0.35, clkinv_1 0.80, nor2_1 0.36
fa_1 0.45, inv_1 0.08, fa_1 0.42, fa_1 0.49
inv_1 0.06, fa_1 0.53, ha_1 0.22, ha_1 0.27
inv_1 0.04, fa_1 0.47, inv_1 0.05, fa_1 0.35
ha_1 0.37, a21o_1 0.21, a21o_1 0.17, a21oi_1 0.13
a21boi_1 0.13, a41oi_1 0.41, a2bb2oi_1 0.57, o21ai_0 0.22
a41oi_1 0.34, mux2i_1 0.51, a2bb2oi_1 0.23, clkdlybuf4s50_1 0.50
Power is estimated from default activity; no workload was simulated.
